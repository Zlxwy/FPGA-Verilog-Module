--- /design/flow/constraint.sdc ---
current_design bit_to_caseg

set clk_period 3.1
set clk_io_pct 0.2

create_clock -name clk0 -period $clk_period [get_ports {sclk}]

set non_clock_inputs [all_inputs -no_clocks]
set_input_delay [expr $clk_period * $clk_io_pct] -clock clk0 $non_clock_inputs
set_output_delay [expr $clk_period * $clk_io_pct] -clock clk0 [all_outputs]
--- /design/flow/config.mk ---
export PLATFORM = sky130hd
export DESIGN_NAME = bit_to_caseg
export DESIGN_NICKNAME = bit_to_caseg
export VERILOG_FILES = /design/flow/design.v
export SDC_FILE = /design/flow/constraint.sdc
export NUM_CORES = 4
export LEC_CHECK = 1
export CORE_UTILIZATION = 30
--- /design/flow/design.v ---
module bit_to_caseg(
    input   wire        sclk,
    input   wire        nrst,
    input   wire[7:0]   dp_en,  
    input   wire[3:0]   bit_7,
    input   wire[3:0]   bit_6,
    input   wire[3:0]   bit_5,
    input   wire[3:0]   bit_4,
    input   wire[3:0]   bit_3,
    input   wire[3:0]   bit_2,
    input   wire[3:0]   bit_1,
    input   wire[3:0]   bit_0,
    output  reg[7:0]    sel,
    output  reg[7:0]    seg
);
wire[31:0] disp_reg;
assign disp_reg = {bit_7, bit_6, bit_5, bit_4, bit_3, bit_2, bit_1, bit_0};
reg[15:0]   cnt_1ms;
parameter   cnt_1ms_MAX = 16'd49_999; 
always @(posedge sclk or negedge nrst) begin
    if(nrst == 0)                       cnt_1ms <= 0;
    else if(cnt_1ms == cnt_1ms_MAX)     cnt_1ms <= 0;
    else                                cnt_1ms <= cnt_1ms + 1;
end
reg signal_1ms; 
always @(posedge sclk or negedge nrst) begin
    if(nrst == 0)                       signal_1ms <= 0;
    else if(cnt_1ms == cnt_1ms_MAX-1)   signal_1ms <= 1;
    else                                signal_1ms <= 0;
end
reg[2:0]    cnt_bit; 
parameter   cnt_bit_MAX = 3'd7; 
always @(posedge sclk or negedge nrst) begin
    if(nrst == 0)                                           cnt_bit <= 0;
    else if(signal_1ms == 1 && cnt_bit == cnt_bit_MAX)      cnt_bit <= 0;
    else if(signal_1ms == 1)                                cnt_bit <= cnt_bit + 1;
    else                                                    cnt_bit <= cnt_bit;
end
reg[7:0]  sel_disp;
always @(posedge sclk or negedge nrst) begin
    if(nrst == 0)
        sel_disp <= 0;
    else if(signal_1ms == 1) begin
        case(cnt_bit)
            0:  sel_disp <= ~8'b0000_0001;
            1:  sel_disp <= ~8'b0000_0010;
            2:  sel_disp <= ~8'b0000_0100;
            3:  sel_disp <= ~8'b0000_1000;
            4:  sel_disp <= ~8'b0001_0000;
            5:  sel_disp <= ~8'b0010_0000;
            6:  sel_disp <= ~8'b0100_0000;
            7:  sel_disp <= ~8'b1000_0000;
            default: sel_disp <= sel_disp;
        endcase
    end
    else
        sel_disp <= sel_disp;
end
reg[3:0]  seg_disp;
always @(posedge sclk or negedge nrst) begin
    if(nrst == 0)
        seg_disp <= 0;
    else if(signal_1ms == 1) begin
        case(cnt_bit)
        0:  seg_disp <= disp_reg[3:0];
        1:  seg_disp <= disp_reg[7:4];
        2:  seg_disp <= disp_reg[11:8];
        3:  seg_disp <= disp_reg[15:12];
        4:  seg_disp <= disp_reg[19:16];
        5:  seg_disp <= disp_reg[23:20];
        6:  seg_disp <= disp_reg[27:24];
        7:  seg_disp <= disp_reg[31:28];
        default: seg_disp <= seg_disp;
        endcase
    end
    else
        seg_disp <= seg_disp;
end
always @(posedge sclk or negedge nrst) begin
    if(nrst == 0)   sel <= 0;
    else            sel <= sel_disp;
end
always @(posedge sclk or negedge nrst) begin
    if(nrst == 0)
        seg <= 0;
    else begin
        case(seg_disp) 
            0:  seg <= 8'b1100_0000 & ((dp_en[cnt_bit-1])?8'b0111_1111:8'b1111_1111); 
            1:  seg <= 8'b1111_1001 & ((dp_en[cnt_bit-1])?8'b0111_1111:8'b1111_1111); 
            2:  seg <= 8'b1010_0100 & ((dp_en[cnt_bit-1])?8'b0111_1111:8'b1111_1111); 
            3:  seg <= 8'b1011_0000 & ((dp_en[cnt_bit-1])?8'b0111_1111:8'b1111_1111); 
            4:  seg <= 8'b1001_1001 & ((dp_en[cnt_bit-1])?8'b0111_1111:8'b1111_1111); 
            5:  seg <= 8'b1001_0010 & ((dp_en[cnt_bit-1])?8'b0111_1111:8'b1111_1111); 
            6:  seg <= 8'b1000_0010 & ((dp_en[cnt_bit-1])?8'b0111_1111:8'b1111_1111); 
            7:  seg <= 8'b1111_1000 & ((dp_en[cnt_bit-1])?8'b0111_1111:8'b1111_1111); 
            8:  seg <= 8'b1000_0000 & ((dp_en[cnt_bit-1])?8'b0111_1111:8'b1111_1111); 
            9:  seg <= 8'b1001_0000 & ((dp_en[cnt_bit-1])?8'b0111_1111:8'b1111_1111); 
            10: seg <= 8'b1111_1111 & ((dp_en[cnt_bit-1])?8'b0111_1111:8'b1111_1111); 
            11: seg <= 8'b1011_1111 & ((dp_en[cnt_bit-1])?8'b0111_1111:8'b1111_1111); 
            12: seg <= 8'b1000_1000 & ((dp_en[cnt_bit-1])?8'b0111_1111:8'b1111_1111); 
            13: seg <= 8'b1000_1100 & ((dp_en[cnt_bit-1])?8'b0111_1111:8'b1111_1111); 
            default: seg <= seg;
        endcase
    end
end
endmodule
--- /design/flow/run.sh ---
#!/bin/bash
# OpenROAD 26Q1-2900-gdf79404cd8, Yosys 0.63+post, stock flow scripts
make -C /OpenROAD-flow-scripts/flow DESIGN_CONFIG=/design/flow/config.mk WORK_HOME=/design/flow/orfs finish
==> results.txt <==
Figures from the implementation reports.

- The flow ran to the end, and the final reports show no timing, DRC or antenna violations.
- The number of top-level pins reads 58.
- Total power normalized to cell area comes to about 370 mW/mm^2.
- Summed over all failing endpoints, the final setup total negative slack is 0 ps.
- On the worst path, the slowest cell contributes a delay of 750 ps.
- During placement, the flow inserted port buffers numbering about 57.
- The switching portion of total power reads approximately a fifth.
- CTS reports a maximum clock tree buffer depth of 2.
- The chip area reads between 0.008 and 0.009 sq mm.
- For the pin with the worst max-slew slack, the measured transition is 803 ps.
- The H-tree was split into 2 levels.
- Relative to the synthesized area, the layout overhead comes to 32.5%.
- The die boundary width reads around 91 um.
- The wire length per cell is around 13 um.
- The post-synthesis share of cell area spent on xor and xnor gates is just over 5%.
- The number of gates given a new drive strength after cts is 0.
- Setup repair after global routing left no endpoint under its margin.
- The worst setup path is launched from a register.
- The arrival time at the worst endpoint is 2250 ps.
- The core footprint reads 0.00769 sq mm.
- The die height is between 90 and 100 um.
- The congestion estimate from routability-driven global placement came to between 0.8 and 0.9.
- The share of layout cells above drive strength 1 reads 5.96%.
- Registers take about 0.0012 sq mm.
- The number of buffers inserted by post-CTS setup repair reads 0.
- The endpoint kind of the worst setup timing path is a register.
- In the Yosys report, the sequential cells make up around 50% of the chip area.
- The detailed-route DRC error count reads 0.
- The tree built by TritonCTS fans out to approximately 48 sinks.
- The leakage power figure is about 1.3 nW.
- The post-layout period usage of the worst path is 68.0%.
- The via count of the first global-routing pass is around 1800.
- The aoi/oai-family share of the synthesized area is between 10% and 20%.
- The adder-cell area share of the yosys netlist is under 10%.
- The count of vias placed by the detailed router is 1878.
- Dividing the synthesized area by the synthesized cell count gives between 10 and 15 sq um.
- The cell-mix breakdown from Yosys lists the simple-gate area share as approximately 15%.
- From the final report, the count of setup violators was given as 0.
- The multi-input combinational cell area is roughly 0.0011 sq mm.
- The synthesis-stage register bit count is about 48.
- The filler cells instantiated in the layout total between 700 and 800.
- The number of maximum-capacitance violations recorded for the run is 0.
- The worst endpoint required time reads between 3000 and 4000 ps.
- Summing over the stages, the warning tally comes to 32.
- The maximum clock frequency is roughly 470 MHz.
- The total of hold buffers inserted after clock tree synthesis reads 0.
- The proportion of power drawn by combinational gates is just under 6%.
- The number of buffer and inverter instances along the worst setup path reads 1.
- STA reports the tightest min-delay check as being of type primary input to asynchronous set/reset pin.
- In the placement report, post-DP HPWL is listed as slightly below 4 mm.
- The final global-route overflow total reads 0.
- Looking at the VDD voltage map, the peak drop is 0.000171 V.
- In this run, the number of DRC markers left after iteration 0 of detailed routing was 135.
- The library cell used as clock root buffer reads clkbuf_8.
- Wires add up to ~5.2 mm.
- The largest fanout on the critical path reads 20.
- The post-synthesis cell type count is approximately 42.
- The average vias per placed instance is 4.85.
- According to the Yosys statistics, the synthesized design has a chip area of roughly 0.0024 sq mm.
- The final critical-path required period reads between 2000 and 2500 ps.
- The first global-routing pass estimated a little under 9 mm of wire.
- The initial standard-cell utilization of the core is between 30 and 40%.
- Max-slew check failures listed in the final report amount to 0.
- Global routing used 13.4% of the available tracks across all layers.
- The count of instantiated cells in the yosys netlist reads around 230.
- The number of standard cells after synthesis reads between 200 and 250.
- In this run the core area contains 32 standard-cell rows.
- The switching power reads 0.230 mW.
- The top logic cell family in the synthesized netlist reads AND-OR/OR-AND gates.
- The max-slew headroom at the worst pin is 46.4%.
- The clock network fraction of total power is between 40% and 50%.
- The remaining antenna violation count reads 0.
- The initial antenna violation count reads 0.
- The internal power reads about 0.94 mW.
- The pin count of the biggest net entering global routing is 29.
- The latest clock arrival within the worst-skew pair is ~300 ps.
- Listed in order, past its start point the critical path passes inv_1, ha_1, a22o_1, a221oi_1, and3_1, o22ai_1.
- The number of diodes added for antenna fixing reads 0.
- For the final database, setup skew stands at slightly above 10 ps.
- The post-synthesis instance area is about 0.0024 sq mm.
- The final power report lists total power as between 1 and 1.5 mW.
- The number of warning messages in the yosys log is 1.
- In this run, CTS created clock tree buffers numbering 5.
- The count of TritonRoute iterations in the first routing pass is 5.
- The TritonCTS clock tree reads built.
- The cell family contributing the most delay on the critical path is flip-flops.
- The clock transition at the registers of the reported paths is 90 ps.
- The share of total power in sequential cells reads between 50% and 60%.
- The critical path in this run is classified as register to register.
- The fraction of synthesized area in multiplexers is between 4 and 5%.
- The cell with the biggest individual delay on the critical path is dfrtp_1.
- The total count of hold-check failures in the final report reads 0.
## synthesized netlist by cell type
cell type	n	area (sq um)
dfrtp_1	48	1200
nor2_1	19	71.3
o21ai_0	16	80.1
nand2_1	15	56.3
inv_1	13	48.8
ha_1	11	138
xnor2_1	11	96.3
clkbuf_1	10	37.5
a21oi_1	7	35.0
nand3_1	7	35.0
mux2_2	5	56.3
nand4_1	5	31.3
o211ai_1	5	37.5
o22ai_1	5	31.3
and3_1	4	25.0
mux2i_1	4	40.0
nor3_1	4	20.0
a22o_1	3	26.3
a31oi_1	3	18.8
nor4_1	3	18.8
xor2_1	3	26.3
a21o_1	2	15.0
a221oi_1	2	17.5
a222oi_1	2	20.0
a32o_1	2	20.0
a32oi_1	2	17.5
nand2b_1	2	12.5
nor2b_1	2	12.5
o31ai_1	2	15.0
a22oi_1	1	7.51
a311oi_1	1	8.76
and2_1	1	6.26
and2b_1	1	7.51
and4_1	1	8.76
buf_6	1	11.3
nand4b_1	1	8.76
nand4bb_1	1	11.3
nor4_2	1	12.5
o211a_1	1	10.0
o221ai_1	1	8.76
or3b_2	1	8.76
or4b_1	1	10.0
## logic make-up after synthesis
family	after synthesis
fa+ha+maj	11
xor+xnor	14
compound gates	55
simple gates	69
mux	9
flops	48
buf+inv	24
## power by group through the flow
stage | combinational (mW) | clock (mW) | sequential (mW)
finish | 0.0692 | 0.472 | 0.625
global route | 0.0752 | 0.514 | 0.626
CTS | 0.0709 | 0.488 | 0.626
## routing by layer
metal	global-route usage [%]	part of all wire [%]
met4	1.85	0.84
met1	21.0	48
met2	19.9	45
met3	3.23	6.1
met5	0	0
## placed cells by master, fill, tap and decap left out, types with 4 or more instances in the layout
master and count:
o22ai_1 5, mux2_2 5, clkbuf_8 6, nor2_1 19, xnor2_1 11, ha_1 11
nand2_1 15, and3_1 4, dfrtp_1 48, a21oi_1 7, nand4_1 5, o211ai_1 5
mux2i_1 4, o21ai_0 16, nor3_1 4, nand3_1 7, clkdlybuf4s50_1 56, inv_1 13
## state kept, by name, indices dropped and copies added (netlist names)
register,count
cnt_1ms,16
cnt_bit,3
seg,8
seg_disp,4
sel_disp,8
sel,8
signal_1ms,1
## cell type report
| type | count | share of cell area (%) |
|---|---|---|
| Sequential cell | 48 | 38.1 |
| Multi-Input combinational cell | 158 | 34.3 |
| Timing Repair Buffer | 58 | 18.2 |
| Tap cell | 102 | 4.05 |
| Clock buffer | 6 | 2.62 |
| Inverter | 13 | 1.55 |
| Clock inverter | 2 | 1.23 |
## path summary, 6_finish.rpt
path | startpoint | end | slack (ps) | cells past startpoint
max reg2reg | cnt_bit[2] | seg_disp[2] | 990 | 6
max | cnt_bit[2] | seg_disp[2] | 990 | 6
min reg2reg | sel_disp[6] | sel[6] | 380 | 0
min | nrst | sel[4] | 320 | 1
min in group clk0 | sel_disp[6] | sel[6] | 380 | 0
max in group asynchronous | nrst | cnt_bit[0] | 2070 | 2
## worst reg2reg max path: cells and delay by family, from the launching register on
kind | cells | cell delay [ps]
AOI/OAI and AO/OA | 3 | 520
buffers and inverters | 1 | 180
and+or+nand+nor | 1 | 190
DFF | 1 | 750
adders and majority gates | 1 | 320
## stage by stage
step / cells / utilization, % / cell area [sq um] / worst slack [ps] / hold WS [ps]
2_1_floorplan: 230 / - / 2380 / 1090 / 324
3_3_place_gp: 379 / 39.5 / 3030 / 1120 / 360
3_5_place_dp: 379 / 39.5 / 3030 / 1020 / 365
4_1_cts: 387 / 41.0 / 3150 / 1000 / 336
5_1_grt: 387 / 41.0 / 3150 / 826 / 353
6_report: 387 / 41.0 / 3150 / 993 / 319
Power and IR drop assume default switching activity.
