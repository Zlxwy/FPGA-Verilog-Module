**flow/design.v**
```verilog
module num_to_bit(
    input   wire        sclk,
    input   wire        nrst,
    input   wire[5:0]   num_02,
    input   wire[5:0]   num_01,
    input   wire[5:0]   num_00,
    output  reg[3:0]    bit_7,
    output  reg[3:0]    bit_6,
    output  reg[3:0]    bit_5,
    output  reg[3:0]    bit_4,
    output  reg[3:0]    bit_3,
    output  reg[3:0]    bit_2,
    output  reg[3:0]    bit_1,
    output  reg[3:0]    bit_0
);
reg         shift_signal;    
reg[2:0]    cnt_shift;       
parameter   cnt_shift_MAX = 3'd7; 
reg[13:0]   num_02_shift;    
reg[13:0]   num_01_shift;    
reg[13:0]   num_00_shift;    
always @(posedge sclk or negedge nrst) begin
    if(nrst == 0)       shift_signal <= 0;
    else                shift_signal <= ~shift_signal;
end
always @(posedge sclk or negedge nrst) begin
    if(nrst == 0)                                               cnt_shift <= 0;
    else if(cnt_shift == cnt_shift_MAX && shift_signal == 1)    cnt_shift <= 0;
    else if(shift_signal == 1)                                  cnt_shift <= cnt_shift + 1;
    else                                                        cnt_shift <= cnt_shift;
end
always @(posedge sclk or negedge nrst) begin
    if(nrst == 0)
        num_02_shift <= 0;
    else if(cnt_shift == 0)
        num_02_shift <= {8'b0, num_02};
    else if(cnt_shift <= cnt_shift_MAX-1 && shift_signal == 0) begin
        num_02_shift[9:6]   <= (num_02_shift[9:6]   > 4)?(num_02_shift[9:6]   + 3):(num_02_shift[9:6]  );
        num_02_shift[13:10] <= (num_02_shift[13:10] > 4)?(num_02_shift[13:10] + 3):(num_02_shift[13:10]);
    end
    else if(cnt_shift <= cnt_shift_MAX-1 && shift_signal == 1)
        num_02_shift <= num_02_shift << 1;
    else 
        num_02_shift <= num_02_shift; 
end
always @(posedge sclk or negedge nrst) begin
    if(nrst == 0)
        num_01_shift <= 0;
    else if(cnt_shift == 0)
        num_01_shift <= {8'b0, num_01};
    else if(cnt_shift <= cnt_shift_MAX-1 && shift_signal == 0) begin
        num_01_shift[9:6]   <= (num_01_shift[9:6]   > 4)?(num_01_shift[9:6]   + 3):(num_01_shift[9:6]  );
        num_01_shift[13:10] <= (num_01_shift[13:10] > 4)?(num_01_shift[13:10] + 3):(num_01_shift[13:10]);
    end
    else if(cnt_shift <= cnt_shift_MAX-1 && shift_signal == 1)
        num_01_shift <= num_01_shift << 1;
    else 
        num_01_shift <= num_01_shift; 
end
always @(posedge sclk or negedge nrst) begin
    if(nrst == 0)
        num_00_shift <= 0;
    else if(cnt_shift == 0)
        num_00_shift <= {8'b0, num_00};
    else if(cnt_shift <= cnt_shift_MAX-1 && shift_signal == 0) begin
        num_00_shift[9:6]   <= (num_00_shift[9:6]   > 4)?(num_00_shift[9:6]   + 3):(num_00_shift[9:6]  );
        num_00_shift[13:10] <= (num_00_shift[13:10] > 4)?(num_00_shift[13:10] + 3):(num_00_shift[13:10]);
    end
    else if(cnt_shift <= cnt_shift_MAX-1 && shift_signal == 1)
        num_00_shift <= num_00_shift << 1;
    else 
        num_00_shift <= num_00_shift; 
end
always @(posedge sclk or negedge nrst) begin
    if(nrst == 0) begin
        bit_7 <= 4'd10; bit_6 <= 4'd10; bit_5 <= 4'd10; bit_4 <= 4'd10;
        bit_3 <= 4'd10; bit_2 <= 4'd10; bit_1 <= 4'd10; bit_0 <= 4'd10; 
    end
    else if(cnt_shift == cnt_shift_MAX) begin
        bit_7 <= num_02_shift[13:10]; bit_6 <= num_02_shift[9:6];
        bit_5 <= 4'd11;
        bit_4 <= num_01_shift[13:10]; bit_3 <= num_01_shift[9:6];
        bit_2 <= 4'd11;
        bit_1 <= num_00_shift[13:10]; bit_0 <= num_00_shift[9:6];
    end
    else begin
        bit_7 <= bit_7; bit_6 <= bit_6; bit_5 <= bit_5; bit_4 <= bit_4;
        bit_3 <= bit_3; bit_2 <= bit_2; bit_1 <= bit_1; bit_0 <= bit_0;
    end
end
endmodule
```
**flow/run.sh**
```bash
#!/bin/bash
# OpenROAD 26Q1-2900-gdf79404cd8, Yosys 0.63+post, stock flow scripts
make -C /OpenROAD-flow-scripts/flow DESIGN_CONFIG=/design/flow/config.mk WORK_HOME=/design/flow/orfs finish
```
**flow/config.mk**
```make
export PLATFORM = sky130hd
export DESIGN_NAME = num_to_bit
export DESIGN_NICKNAME = num_to_bit
export VERILOG_FILES = /design/flow/design.v
export SDC_FILE = /design/flow/constraint.sdc
export NUM_CORES = 4
export LEC_CHECK = 1
export CORE_UTILIZATION = 40
```
**flow/constraint.sdc**
```tcl
current_design num_to_bit

set clk_period 4.3
set clk_io_pct 0.2

create_clock -name clk0 -period $clk_period [get_ports {sclk}]

set non_clock_inputs [all_inputs -no_clocks]
set_input_delay [expr $clk_period * $clk_io_pct] -clock clk0 $non_clock_inputs
set_output_delay [expr $clk_period * $clk_io_pct] -clock clk0 [all_outputs]
```
==> qor_table.md <==
| Quantity | This run |
| --- | --- |
| Period Utilization, post-route | 51.8% |
| First-pass detailed-route iteration total | 4 |
| Final weighted congestion in routability-driven placement | 0.836 |
| Power per unit of standard cell area | 394 mW/mm^2 |
| Postcts setup bufs | 0 |
| Reg-to-reg critical path startpoint | cnt_shift[1] |
| Total Routed Length | 7.77 mm |
| Post-DP HPWL | 5.04 mm |
| Fin area | 0.00463 sq mm |
| Number of clock sinks | 71 |
| Critical path capture point type | output pin |
| VDD IR-drop max | 0.000194 V |
| Standby leakage power | 2.13 nW |
| Growth of design area from synthesis to finish | 17.9% |
| FA/HA/MAJ Cells, Area Fraction | 5.10% |
| Maximum number of pins on one net before global-route repair | 46 |
| Biggest combinational cell group after synthesis | AND-OR/OR-AND gates |
| Type of the tightest min-delay check | reg -> reg |
| Largest clock skew in the final design | 0.00712 ns |
| Post-Synth AOI/OAI Area | 20.5% |
| Dominant synthesized flop cell | sky130_fd_sc_hd__dfrtp_1 |
| Xor-xnor portion of the synthesized cell area | 0% |
| Share of post-route cells with drive strength above 1 | 19.0% |
| Num rows | 35 |
| Area of the mapped netlist | 0.00393 sq mm |
| Reg-to-reg critical path endpoint | num_00_shift[4] |
| Initial DRC count | 145 |
| AND/OR/NAND/NOR Cells, Area Fraction | 10.2% |
| Port Buf Inserts | 45 |
| Cell at the root of the clock tree | sky130_fd_sc_hd__clkbuf_8 |
| Wire length of the first global-routing pass | 13.1 mm |
| Number of placed I/O pins | 52 |
| Buffers plus inverters on the worst setup path | 1 |
| Number of cells in the yosys synthesis report | 361 |
| Critical Path Max Stage Delay | 0.54 ns |
| Chip area estimate from yosys synthesis | 0.00393 sq mm |
| Crit path arrival time | 1.37 ns |
| CP required | 3.44 ns |
| Instance count of the mapped netlist | 361 |
| Crit-path slowest cell | sky130_fd_sc_hd__dfstp_2 |
| PnR Total Power | 1.82 mW |
| Die ar. | 0.0102 sq mm |
| Startpoint Class | register |
| Clock buffer depth | 2 |
| Clock buffers created by TritonCTS | 9 |
| Number of vias in the routed layout | 2810 |
| Status | finished clean |
| Clock network latency to the later pin of the worst-skew pair | 0.35 ns |
| Antenna fix cells | 0 |
| Hold path endpoint | num_02_shift[3] |
| Most frequent standard cell in the layout excluding fill and tap cells | sky130_fd_sc_hd__dfrtp_1 |
| Post_cts resized | 0 |
| Fraction of registers with async set/reset | 100% |
| Maximum level of the CTS H-tree | 3 |
| Setup repair after global routing missed its margin | no |
| Placed Instances | 514 |
| Non-filler instance count after layout | 530 |
| Number of synthesis warnings | 1 |
| Worst hold path depth | 2 |
| Actual transition at the worst max-transition pin | 0.707 ns |
| Number of maximum-capacitance violations | 0 |
| Highest net fanout along the worst path | 2 |
| Maximum clock frequency | 449 MHz |
| Sequential fraction of the synthesis area | 45.6% |
| Die height | 101 um |
| Count of cells along the worst register-to-register path | 6 |
| Number of enable flip-flop cells | 0 |
| Post-CTS Hold Fix Bufs | 0 |
| Floorplan die width | 101 um |
| Min cycle time layout | 2.23 ns |
| Post-place instance area | 0.00438 sq mm |
| Post-CTS clock slew at the launch and capture registers of the worst setup and hold paths | 0.07 ns |
| Per-cell routed wire length | 14.7 um |
| TritonCTS clock tree | built |
| Kind of cell adding the most delay to the critical path | flip-flops |
| Average cell area after synthesis | 10.9 sq um |
| Worst hold path startpoint | num_02_shift[3] |
| DRC viols | 0 |
| Number of storage elements in the synthesis netlist | 71 |
| Total track usage | 16.8% |
| Mux share | 11.0% |
| Max-slew headroom at the worst pin | 52.7% |
| Chain of cells forming the critical path | clkdlybuf4s50_1 |
| Category of the critical setup timing path | reg -> out |
| Number of logged tool warnings | 33 |
| Post-synthesis cell type count | 53 |
| Initial antenna violation count | 0 |
| Core utilization before placement | 41.9% |
| Final setup vio count | 0 |
| Reg-to-reg slack, setup | 2.20 ns |
| Placeable core area | 0.00937 sq mm |
| Slew Limit Fails | 0 |
| Average via count per standard cell | 5.30 |
| Final-report hold violation count | 0 |
| Via count of the first global-routing pass | 2581 |
| Count of antenna-violating nets left after detailed routing | 0 |
| Total negative setup slack | 0 ns |
| Most frequent cells in the layout | sky130_fd_sc_hd__dfrtp_1, sky130_fd_sc_hd__clkdlybuf4s50_1, sky130_fd_sc_hd__nand2_1, sky130_fd_sc_hd__o21ai_0, sky130_fd_sc_hd__mux2_2 |
| Gr ovfl total | 0 |
## metrics by stage
step | hold WS [ns] | utilization (%) | setup WS, ns
final | 0.484 | 49.4 | 2.07
after global routing | 0.506 | 49.4 | 1.97
after CTS | 0.488 | 49.4 | 2.04
after detailed placement | 0.470 | 46.7 | 2.17
after global placement | 0.461 | 46.7 | 2.26
after floorplan | 0.438 | - | 2.73
## flip-flops by register name, indices dropped and copies added (netlist names)
name          cells
cnt_shift         3
num_00_shift     14
num_01_shift     14
bit_7             4
bit_3             4
bit_0             4
bit_4             4
num_02_shift     14
bit_1             4
shift_signal      1
bit_5             1
bit_6             4
## where the power goes
| group | internal (mW) | switching, mW | total (mW) |
|---|---|---|---|
| Combinational | 0.195 | 0.128 | 0.323 |
| Clock | 0.399 | 0.254 | 0.653 |
| Sequential | 0.756 | 0.0928 | 0.849 |
## area by class of cell
type / instances / area [sq um]
clock buffer: 10 / 138
inverter: 21 / 78.8
fill: 873 / 4750
sequential: 71 / 1790
timing repair buffer: 50 / 483
tap: 129 / 161
multi-input combinational: 243 / 1870
clock inverter: 6 / 108
## worst max path at each step
stage       startpoint              end  slack (ns)  depth (start not counted)
4_1_cts       bit_6[3]         bit_6[3]        2.04                          1
5_1_grt   cnt_shift[1]  num_02_shift[2]        1.97                          6
6_report      bit_6[3]         bit_6[3]        2.07                          1
## per-layer routing
metal	up-vias	track usage [%]	part of all wire (%)
li1	1377	-	-
met1	1358	27.9	51
met2	63	24.5	44
met3	12	2.40	3.4
met4	0	2.56	1.8
met5	-	0	0
## kinds of logic after synthesis
kind of cell | Yosys count
compound gates | 110
simple gates | 71
flops | 71
buf+inv | 51
mux | 40
fa+ha+maj | 16
other cells | 2
## Yosys cell counts, types with 2 or more instances
| cell type | instances | share of area, % |
|---|---|---|
| sky130_fd_sc_hd__a22o_1 | 8 | 1.8 |
| sky130_fd_sc_hd__o311ai_4 | 2 | 1.3 |
| sky130_fd_sc_hd__mux2_2 | 24 | 6.9 |
| sky130_fd_sc_hd__nor2_4 | 2 | 0.57 |
| sky130_fd_sc_hd__o221ai_1 | 3 | 0.67 |
| sky130_fd_sc_hd__nor3_1 | 7 | 0.89 |
| sky130_fd_sc_hd__buf_2 | 13 | 1.7 |
| sky130_fd_sc_hd__a21oi_1 | 19 | 2.4 |
| sky130_fd_sc_hd__ha_1 | 16 | 5.1 |
| sky130_fd_sc_hd__o31ai_1 | 5 | 0.96 |
| sky130_fd_sc_hd__conb_1 | 2 | 0.19 |
| sky130_fd_sc_hd__nand2_2 | 2 | 0.32 |
| sky130_fd_sc_hd__o21ai_1 | 5 | 0.64 |
| sky130_fd_sc_hd__nand4_1 | 3 | 0.48 |
| sky130_fd_sc_hd__o211ai_1 | 8 | 1.5 |
| sky130_fd_sc_hd__dfstp_2 | 12 | 8.0 |
| sky130_fd_sc_hd__o21bai_1 | 7 | 1.3 |
| sky130_fd_sc_hd__mux2i_1 | 16 | 4.1 |
| sky130_fd_sc_hd__buf_6 | 6 | 1.7 |
| sky130_fd_sc_hd__buf_4 | 10 | 1.9 |
| sky130_fd_sc_hd__dfrtp_1 | 59 | 38 |
| sky130_fd_sc_hd__nor4_1 | 7 | 1.1 |
| sky130_fd_sc_hd__nor4_2 | 2 | 0.64 |
| sky130_fd_sc_hd__nor2b_1 | 5 | 0.80 |
| sky130_fd_sc_hd__nand2_1 | 25 | 2.4 |
| sky130_fd_sc_hd__nand3b_1 | 2 | 0.38 |
| sky130_fd_sc_hd__o31a_1 | 3 | 0.67 |
| sky130_fd_sc_hd__a21o_1 | 3 | 0.57 |
| sky130_fd_sc_hd__a31oi_1 | 3 | 0.48 |
| sky130_fd_sc_hd__nor2_1 | 6 | 0.57 |
| sky130_fd_sc_hd__o21ai_0 | 24 | 3.1 |
| sky130_fd_sc_hd__or3_1 | 4 | 0.64 |
| sky130_fd_sc_hd__o22ai_1 | 4 | 0.64 |
| sky130_fd_sc_hd__o22a_1 | 3 | 0.67 |
| sky130_fd_sc_hd__and2b_1 | 2 | 0.38 |
| sky130_fd_sc_hd__a211oi_2 | 3 | 0.96 |
| sky130_fd_sc_hd__inv_1 | 20 | 1.9 |
Power figures rest on the tool's default switching activity, not on a simulated workload.
